<file path="config.mk">
export PLATFORM = sky130hd
export DESIGN_NAME = top
export DESIGN_NICKNAME = top
export VERILOG_FILES = /design/flow/design.v
export SDC_FILE = /design/flow/constraint.sdc
export NUM_CORES = 4
export LEC_CHECK = 1
export CORE_AREA = 10 10 104 104
export DIE_AREA = 0 0 114 114
</file>
<file path="constraint.sdc">
current_design top

set clk_period 3.5
set clk_io_pct 0.2

create_clock -name clk0 -period $clk_period [get_ports {clk}]

set non_clock_inputs [all_inputs -no_clocks]
set_input_delay [expr $clk_period * $clk_io_pct] -clock clk0 $non_clock_inputs
set_output_delay [expr $clk_period * $clk_io_pct] -clock clk0 [all_outputs]
</file>
<file path="design.v">
module top(clk, sf_ce0, lcd_rs, lcd_rw, lcd_e, lcd_4, lcd_5, lcd_6, lcd_7);
    input clk;  
    output sf_ce0;  
    output lcd_rs;
    output lcd_rw;
    output lcd_7;
    output lcd_6;
    output lcd_5;
    output lcd_4;
    output lcd_e;
    wire [15:0] x,m;
    assign m = 16'hFFFF;
    assign x=m;
    lcd_display ld1 (clk, sf_ce0, lcd_rs, lcd_rw, lcd_e, lcd_4, lcd_5, lcd_6, lcd_7,x);
endmodule
module lcd_display (clk, sf_ce0, lcd_rs, lcd_rw, lcd_e, lcd_4, lcd_5, lcd_6, lcd_7,a);
    parameter k = 18;
    input clk;  
    reg [k+8-1:0] count=0;
    output reg sf_ce0;  
    reg lcd_busy=1;
    reg lcd_stb;
    reg [5:0] lcd_code;
    reg [6:0] lcd_stuff;
    output reg lcd_rs;
    output reg lcd_rw;
    output reg lcd_7;
    output reg lcd_6;
    output reg lcd_5;
    output reg lcd_4;
    output reg lcd_e;
    input [15:0]a;
    reg [3:0]a1;
    always @ (posedge clk) begin
        count <= count + 1;
        sf_ce0 <= 1;
        case (count[k+7:k+2])
            0: lcd_code <= 6'h03;  
            1: lcd_code <= 6'h03;
            2: lcd_code <= 6'h03;
            3: lcd_code <= 6'h02;
            4: lcd_code <= 6'h02;  
            5: lcd_code <= 6'h08;  
            6: lcd_code <= 6'h00;  
            7: lcd_code <= 6'h06;  
            8: lcd_code <= 6'h00;  
            9: lcd_code <= 6'h0C;  
            10: lcd_code <= 6'h00;  
            11: lcd_code <= 6'h01;  
            12: begin lcd_code[5:4] <= 2'h2;  
                    if(a[15:12] > 4'd9)  
                    begin
                        a1 <= a[15:12] - 4'd9;
                        lcd_code[3:0] <= 4'h4;  
                    end
                    else begin
                        a1 <= a[15:12];
                        lcd_code[3:0] <= 4'h3; end  
                    end
            13: lcd_code <= {2'h2, a1} ;  
            14: begin lcd_code[3:0] <= 2'h2;
                if(a[11:8] > 4'd9)
                begin
                    a1 <= a[11:8] - 4'd9;
                    lcd_code[3:0] <= 4'h4;
                end
                else begin
                    a1 <= a[11:8] ;
                    lcd_code[3:0] <= 4'h3; end
                end
            15: lcd_code <= {2'h2, a1} ;  
            16: begin lcd_code[5:4] <= 2'h2;  
                    if(a[7:4] > 4'd9)  
                    begin
                        a1 <= a[7:4] - 4'd9;
                        lcd_code[3:0] <= 4'h4;  
                    end
                    else begin
                        a1 <= a[7:4];
                        lcd_code[3:0] <= 4'h3; end  
                    end
            17: lcd_code <= {2'h2, a1} ;  
            18: begin lcd_code[3:0] <= 2'h2;
                if(a[3:0] > 4'd9)
                begin
                    a1 <= a[3:0] - 4'd9;
                    lcd_code[3:0] <= 4'h4;
                end
                else begin
                    a1 <= a[3:0] ;
                    lcd_code[3:0] <= 4'h3; end
                end
            19: lcd_code <= {2'h2, a1} ;
           default: lcd_code <= 6'h10;
        endcase
        lcd_stb <= ^count[k+1:k+0] & ~lcd_rw & lcd_busy;  
        lcd_stuff <= {lcd_stb,lcd_code};
        {lcd_e,lcd_rs,lcd_rw,lcd_7,lcd_6,lcd_5,lcd_4} <= lcd_stuff;
    end
endmodule
</file>
<file path="run.sh">
#!/bin/bash
# OpenROAD 26Q1-2900-gdf79404cd8, Yosys 0.63+post, stock flow scripts
make -C /OpenROAD-flow-scripts/flow DESIGN_CONFIG=/design/flow/config.mk WORK_HOME=/design/flow/orfs finish
</file>
==> flow_metrics.py <==
# Metrics from the implementation run
metrics = {
    "timing": {
        "min_period_over_period_pct": 51.2,
        "whs_ns": 0.332,
        "hold_viol_final": 0,
        "setup_viol": 0,
        "fmax_ghz": 0.558,
        "final_max_slew_viol_count": 0,
        "finalWorstSetupSlack_ns": 1.71,
        "rsz0062_at_grt": "false",
        "fin_crit_ns": 1.79,
        "finClkSkew_ns": 0.00577,
        "tns_ns": 0,
    },
    "final_layout": {
        "reg_top3": "ld1.count: 26 flops, ld1.lcd_stuff: 7 flops, ld1.lcd_code: 6 flops",
        "synthToLayoutAreaGrowth_pct": 14.8,
        "top_register": "ld1.count",
        "mostFrequentLayoutCell": "dfxtp_1",
        "lay_top_cells": "dfxtp_1 (45), xnor2_1 (22), nand2_1 (14), nand3_1 (11), nor2_1 (9)",
        "largest_register_ffs": 26,
        "drive_gt1_share_pct": 9.38,
    },
    "placed_design": {
        "io_buffer_count": 7,
        "place.gp.congestion": 0.739,
        "pre_cts_slack_ns": 2.00,
        "hpwl_mm": 1.54,
    },
    "worst_setup_path": {
        "critPathLaunchType": "flip-flop",
        "crit_type": "reg -> out",
        "path_buffers": 1,
        "critPathCaptureType": "output port",
        "crit_chain": "clkdlybuf4s50_1",
        "critPathMaxStageDelay_ns": 0.47,
        "crit_family": "buffers and inverters",
        "cp.required_ns": 2.80,
        "crit_fanout": 2,
        "arrival_ns": 1.09,
        "cp_slowest_cell": "clkdlybuf4s50_1",
    },
    "pwr": {
        "pwr-share-seq_pct": 62.8,
        "swShare_pct": 20.5,
        "power_density_nw_per_um2": 442,
        "ir_drop_v": 0.000159,
        "p_clk_share_pct": 37.2,
        "internal_power_mw": 0.680,
        "p_switching_mw": 0.176,
        "comb_power_share_pct": 0,
        "leakage_nw": 0.636,
    },
    "floorplan": {
        "row_count": 34,
        "fp_util_pct": 19.4,
        "die_y_um": 114,
        "ios": 9,
        "die_area_um2": 13000,
        "core_um2": 8680,
        "die_w_um": 114,
    },
    "global_routing": {
        "grt_use_total_pct": 3.43,
        "antenna_found_initial": 0,
        "grt_pass1_wl_mm": 3.88,
        "grt_pass1_vias": 942,
        "grt_max_degree": 17,
        "grt_overflow_total": 0,
    },
    "synthesis": {
        "topCellsByArea": "dfxtp_1 (53%), xnor2_1 (11%), edfxtp_1 (3.6%)",
        "avgSynthCellArea_um2": 11.0,
        "yosysSeqAreaShare_pct": 57.0,
        "yosys_area_um2": 1690,
        "top_area_share_pct": 53.5,
        "syn_inst": 153,
        "yosysWarnings": 1,
        "synth_cell_types": 31,
        "ys_cells": 153,
        "yosys.area.top_type": "dfxtp_1",
        "netlist_area_um2": 1690,
        "numSynthFlops": 47,
    },
    "drt": {
        "wl_mm": 2.17,
        "dr_total_vias": 979,
        "avgRoutedWirePerCell_um": 8.08,
        "drt_iter0_drc": 48,
        "antenna_cells": 0,
        "drtAntennaViolNets": 0,
        "drt-pass1-iter-count": 4,
        "routed_via_density": 3.65,
        "post-route-drc-count": 0,
    },
    "clocking": {
        "cts_made_buffers": 5,
        "cts_setup_buffers": 0,
        "cts_tree": "yes",
        "hold_buffers": 0,
        "path_clk_slew_ns": 0.09,
        "clock_latency_ns": 0.29,
        "post_cts_resized": 0,
        "clockBufferDepth": 2,
        "cts_sinks": 47,
        "cts_root_buf": "clkbuf_8",
        "cts_max_level": 2,
    },
    "job": {
        "warnings": 25,
        "drv_cap": 0,
    },
    "outcome": {
        "status": "finished clean",
    },
    "hold_path": {
        "hold_class": "reg -> reg",
    },
}
## synthesized netlist by cell type (all sizes together)
master,n
dfxtp,45
xnor2,22
nand2,14
nand3,11
nor2,9
nand4,7
clkbuf,5
a21oi,4
and4,4
inv,4
xor2,4
and3,3
buf,3
nor3,3
o21ai,3
edfxtp,2
ha,2
nor4,2
a32oi,1
and2,1
and3b,1
conb,1
nand3b,1
nor2b,1
## final timing paths
| kind | startpoint | endpoint | slack [ns] | cells after the start |
|---|---|---|---|---|
| max | ld1.lcd_rw | lcd_rw | 1.71 | 1 |
| min reg2reg | ld1.lcd_stuff[3] | ld1.lcd_7 | 0.33 | 0 |
| max reg2reg | ld1.count[0] | ld1.count[24] | 2.01 | 5 |
| min | ld1.lcd_stuff[3] | ld1.lcd_7 | 0.33 | 0 |
## stage by stage
stage / power, mW / instances / cell area [µm²] / util, %
2_1_floorplan: 0.551 / 153 / 1690 / -
6_report: 0.855 / 268 / 1930 / 22.3
5_1_grt: 0.896 / 268 / 1930 / 22.3
3_3_place_gp: 0.550 / 260 / 1840 / 21.2
3_5_place_dp: 0.550 / 260 / 1840 / 21.2
4_1_cts: 0.871 / 268 / 1930 / 22.3
## final cells by class
cell class	count	area (µm²)
multi-input combinational	94	659
fill	950	6740
clock buffer	5	68.8
sequential	47	961
inverter	4	15.0
timing repair buffer	7	70.1
tap	108	135
clock inverter	3	25.0
## cells by family (layout without fill, tap and decap cells)
logic type                 Yosys count  after routing  synth area share, %
xor gates and xnor gates            26             26                 13.5
AOI/OAI and AO/OA                    8              8                 2.60
other                                1              1                0.223
adders and majority gates            2              2                 1.48
DFF                                 47             47                 57.0
buffers and inverters               12             19                 3.86
and+or+nand+nor                     57             57                 21.3
## power by group through the flow
stage / Sequential (mW) / Clock [mW] / Combinational [mW]
CTS: 0.537 / 0.333 / 0.0000880
global route: 0.537 / 0.359 / 0.000125
finish: 0.537 / 0.318 / 0.0000487
## routing by layer
metal	part of all wire [%]	vias to the layer above	GRT usage (%)
met5	0	-	0
met4	1.3	0	0.501
met3	7.0	5	1.22
met2	41	14	5.58
met1	51	436	4.40
li1	-	524	-
Power and IR drop assume default switching activity.
