**./config.mk**
```make
export PLATFORM = sky130hd
export DESIGN_NAME = digital_clock_1Hz
export DESIGN_NICKNAME = digital_clock_1Hz
export VERILOG_FILES = /design/flow/design.v
export SDC_FILE = /design/flow/constraint.sdc
export NUM_CORES = 4
export LEC_CHECK = 1
export CORE_UTILIZATION = 40
```
**./design.v**
```verilog
`timescale 1ns / 1ps
module digital_clock_1Hz(start, clk, sec, minutes, hours, clk_60sec, sec_count);
    input start;
    input clk;
    output sec;
    output reg [5:0]minutes = 6'd0;
    output reg hours = 1'd0;
    reg [27:0]count = 28'd0;  
    reg clk_1Hz = 1'b0;
    output reg clk_60sec = 1'b0;
    output reg [5:0]sec_count = 6'd0;
    parameter divisor = 28'd50000000;  
    parameter clock_div = 6'd60;    
    assign sec = clk_1Hz;
    always@(posedge clk)
        begin
            if(start == 1'b0)
                begin
                    count <= 28'd0;
                    clk_1Hz <= !clk_1Hz ;
                end
            else
                begin
                    if(count == ((divisor-2)/2))
                        begin
                            count <= 28'd0;
                            clk_1Hz <= !clk_1Hz;
                        end
                    else
                        count <= count + 28'd1;
                end
        end
    always@(posedge clk_1Hz)
        begin
            if(start == 1'b0)
                begin
                    sec_count <= 6'd0;
                    clk_60sec <= !clk_60sec;
                end
            else
                begin
                    if(sec_count == ((clock_div-2)/2))
                        begin
                            sec_count <= 6'd0;
                            clk_60sec <= !clk_60sec;
                        end
                    else
                        sec_count <= sec_count + 6'd1;
                end
        end
    always@(posedge clk_60sec)
        begin
            if(start == 1'b0)
                begin
                    minutes <= 6'd0;
                    hours <= 1'b0 ;
                end
            else
                begin
                    if(minutes == (clock_div-1))
                        begin
                            minutes <= 6'd0 ;
                            hours <= !hours;
                        end
                    else
                        minutes <= minutes + 6'd1;
                end
        end
endmodule
```
**./run.sh**
```bash
#!/bin/bash
# OpenROAD 26Q1-2900-gdf79404cd8, Yosys 0.63+post, stock flow scripts
make -C /OpenROAD-flow-scripts/flow DESIGN_CONFIG=/design/flow/config.mk WORK_HOME=/design/flow/orfs finish
```
**./constraint.sdc**
```tcl
current_design digital_clock_1Hz

set clk_period 3.7
set clk_io_pct 0.2

create_clock -name clk0 -period $clk_period [get_ports {clk}]

set non_clock_inputs [all_inputs -no_clocks]
set_input_delay [expr $clk_period * $clk_io_pct] -clock clk0 $non_clock_inputs
set_output_delay [expr $clk_period * $clk_io_pct] -clock clk0 [all_outputs]
```
==> flow_summary.toml <==
# flow metrics
[run_status]
status = "finished clean"

[clock_network]
post-cts-setup-buffers = 0
clock_path_buffers = 2
clk_root_buffer_cell = "clkbuf_8"
cts_buffers = 5
tritoncts = "yes"
h-tree-depth = 2
clk_latency_ns = 0.28
clkTransAtPathRegs_ns = 0.06
post_cts_resized = 0
hold_buffers = 0

[place]
routabilityCongestion = 0.775
hpwl_um = 2350
io_buffers = 16
placed_area_um2 = 2060

[critical_path]
crit_path_start_kind = "register"
crit_slowest_cell = "o31ai_4"
cp_top_family = "simple AND/OR/NAND/NOR gates"
crit_buf_inv = 1
r2r_slack_ns = 1.34
end_kind = "register"
cp.required_ns = 3.86
critPathArrivalTime_ns = 2.52
cp_cell_sequence = "nand4_1 > or3_1 > o31ai_4 > buf_4 > nor2_1"
startpoint = "count[2]"
worstSetupPathType = "reg2reg"
critPathMaxFanout = 15
crit-reg2reg-launch = "count[2]"
critPathMaxStageDelay_ns = 0.58

[drt]
wire_per_inst_um = 11.5
drt_iter0_drc = 65
vias = 1469
final_antenna_net_count = 0
drt-total-wl_um = 3230
drt_first_pass_iters = 4
vias_per_cell = 5.21
antenna_cells_inserted = 0
drc = 0

[synth]
ys_area_um2 = 1860
yosysUniqueCellTypes = 27
yosysTopAreaCellShare = 0.442
ys.flops = 43
syn_area_um2 = 1860
yosysWarnings = 1
synth_seq_share = 0.474
area_leaders = "dfxtp_1 (44%), xnor2_1 (7.1%), nor2_1 (6.3%)"
synth_stat.cells = 213
synth_top_cell_by_area = "dfxtp_1"
synthCells = 213
avgSynthCellArea_um2 = 8.72

[sta]
rsz0062_at_grt = "no"
setup_violations = 0
finClkSkew_ns = 0.00561
finalCriticalPeriod_ns = 2.36
relSlewSlack = 0.594
clock.fmax_mhz = 423
worst_pin_slew_ns = 0.608
finalHoldViolCount = 0
unclocked_pins = 14
slew_violations = 0
untimed_endpoints = 29
fin_setup_tns_ns = 0
finalClockPeriodUsage = 0.639

[floorplanning]
core_util_floorplan = 0.421
fp-row-count = 24
die_h_um = 70.1
die_width_um = 70.1
fp.coreArea_um2 = 4410
die-area_um2 = 4920
boundaryPins = 17

[global_routing]
track_usage = 0.145
antenna_found_initial = 0
grt_pass1_vias = 1269
grt_max_degree = 16
grt_overflow = 0
grt_pass1_wl_um = 5670

[power]
p_sw_frac = 0.209
switchingPower_mw = 0.128
power_frac_seq = 0.539
combPwrFrac = 0.035
worst_ir_drop_vdd_uv = 245
p_leak_nw = 0.685
cellPowerDensity_nw_per_um2 = 285
p_int_mw = 0.486
p_clk_frac = 0.426

[run]
cap_violations = 0
warning_count = 26

[layout]
syn_to_final_growth_pct = 16.0
postLayoutCellArea_um2 = 2150
drive_above_1_share = 0.0391
fillers = 403

[worst_hold_path]
hold_path_class = "reg2reg"
min_from = "count[0]"
-- final cells by class --
type | count | area, µm² | share of cell area
Multi-Input combinational cell | 153 | 917 | 0.426
Sequential cell | 43 | 881 | 0.409
Inverter | 9 | 33.8 | 0.0157
Tap cell | 52 | 65.1 | 0.0302
Timing Repair Buffer | 17 | 168 | 0.0778
Clock buffer | 8 | 90.1 | 0.0418
-- synth_stat cells --
library cell  count
a21oi_1          13
clkbuf_1          2
or3_1            12
nor3_1            3
xnor2_1          15
dfxtp_1          41
nor2_1           31
o31ai_1           5
and4_1            2
ha_1              4
nor4b_1           1
edfxtp_1          2
buf_2             4
nor4_1            4
o21ai_0          10
o21ai_1           2
buf_1             1
nand4_1           7
buf_4             1
inv_1             9
nand3_1          17
and3_1            3
or4_1             6
or4_4             1
xor2_1            6
nand2_1          10
a21boi_0          1
-- logic make-up (layout without fill, tap and decap cells) --
kind of cell    after synthesis  in the layout  synth area share
flops                        43             43             0.474
xor+xnor                     21             21            0.0991
fa+ha+maj                     4              4            0.0270
compound gates               31             31            0.0916
buf+inv                      17             34            0.0391
simple gates                 97             97             0.269
-- registers in the layout, indices dropped and copies added, names as in the netlist --
register and flops:
clk_60sec 1, count 28, clk_1Hz 1, minutes 6, sec_count 6, hours 1
-- cell usage in the layout (no fill, tap or decap) --
cell type and n:
a21boi_0 1, xor2_1 6, nand2_1 10, o31ai_4 1, a21oi_1 13, and3_1 3, xnor2_1 15, or4_1 6
edfxtp_1 2, buf_4 1, clkbuf_8 6, o31ai_1 4, nor2_1 31, nor3_1 3, o21ai_0 10, clkbuf_1 2
inv_1 9, or3_1 12, or4_4 1, nor4_1 4, ha_1 4, o21ai_1 2, nand3_1 17, nor4b_1 1
clkdlybuf4s50_1 16, and4_1 2, dfxtp_1 41, nand4_1 7
-- power groups by stage --
stage	Clock (mW)	Sequential, mW	Combinational [mW]
after CTS	0.272	0.331	0.0221
after global routing	0.287	0.332	0.0245
final	0.261	0.331	0.0215
-- per-layer routing --
| layer | track usage | vias to the layer above | share of wire |
|---|---|---|---|
| met5 | 0 | - | 0 |
| met4 | 0.0133 | 0 | 0.0053 |
| met3 | 0.0350 | 2 | 0.029 |
| met2 | 0.218 | 10 | 0.46 |
| met1 | 0.231 | 678 | 0.50 |
| li1 | - | 779 | - |
-- stage by stage --
stage | setup WS, ns | utilization | hold WS, ns | total power [mW] | cells
2_1_floorplan | 1.70 | - | 0.441 | 0.350 | 213
3_3_place_gp | 1.38 | 0.468 | 0.471 | 0.360 | 274
3_5_place_dp | 1.31 | 0.468 | 0.478 | 0.360 | 274
4_1_cts | 1.31 | 0.488 | 0.493 | 0.625 | 282
5_1_grt | 1.11 | 0.488 | 0.512 | 0.644 | 282
6_report | 1.34 | 0.488 | 0.486 | 0.614 | 282
-- worst paths after layout --
path | endpoint | cells after the start
worst max-delay path | count[11] | 5
worst min-delay path | count[0] | 1
worst max register to register | count[11] | 5
worst min register to register | count[0] | 1
-- worst register-to-register path: cells and delay by family (launching register included) --
family                 cells  cell delay, ns
AND-OR/OR-AND              1            0.58
buffers and inverters      1            0.32
flip-flops                 1            0.40
AND/OR/NAND/NOR            3            0.95
Power and IR drop assume default switching activity.
