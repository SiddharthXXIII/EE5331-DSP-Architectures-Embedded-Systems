[./design.v]
`timescale 1ns / 1ps
module cordic(input clk ,
              input signed [7:0] x_in ,
              input signed [7:0] y_in ,
              output reg signed [31:0] r ,
              output reg signed [31:0] phi);
    wire signed [31:0] xc [15:0];
    wire signed [31:0] yc [15:0];
    wire signed [31:0] zc [15:0];
    wire signed [31:0] x_sh ,y_sh;
    reg signed [7:0] x,y;
    reg [31:0] z = 32'd0;
    wire signed [31:0] x_rot,y_rot,z_rot;          
    wire signed [31:0] atan0, atan1, atan2, atan3, atan4, atan5, atan6, atan7;
    wire signed [31:0] atan8, atan9, atan10, atan11, atan12, atan13, atan14, atan15;
    reg [4:0] count;
    reg reset = 1'b0;
    assign atan0 = 32'd450000;
	assign atan1 = 32'd265650;
	assign atan2 = 32'd140362;
	assign atan3 = 32'd71250;
	assign atan4 = 32'd35763;
	assign atan5 = 32'd17899;
	assign atan6 = 32'd8951;
	assign atan7 = 32'd4476;
	assign atan8 = 32'd2238;
	assign atan9 = 32'd1119;
	assign atan10 = 32'd559;
	assign atan11 = 32'd279;
	assign atan12 = 32'd140;
	assign atan13 = 32'd70;
	assign atan14 = 32'd35;
	assign atan15 = 32'd17;
	always @(x_in or y_in)
	   begin
	       x <= x_in;
	       y <= y_in;
	       z <= 32'd0;
	       if ((x_in || y_in) == 0)
	           begin
	               reset <= 1'b0;
	           end
	       else    
	           reset <= 1'b1; 
	   end
	cordic_rotate rotation(.clk(clk), .x(x), .y(y), .x_rot(x_rot), .y_rot(y_rot), .z_rot(z_rot));   
	cordic_update  cordic0(.clk(clk), .i(5'd0), .x(x_rot), .y(y_rot), .z(z_rot), .atan(atan0), .x_next(xc[0]), .y_next(yc[0]), .z_next(zc[0]));
	cordic_update  cordic1(.clk(clk), .i(5'd1), .x(xc[0]), .y(yc[0]), .z(zc[0]), .atan(atan1), .x_next(xc[1]), .y_next(yc[1]), .z_next(zc[1]));
	cordic_update  cordic2(.clk(clk), .i(5'd2), .x(xc[1]), .y(yc[1]), .z(zc[1]), .atan(atan2), .x_next(xc[2]), .y_next(yc[2]), .z_next(zc[2]));
	cordic_update  cordic3(.clk(clk), .i(5'd3), .x(xc[2]), .y(yc[2]), .z(zc[2]), .atan(atan3), .x_next(xc[3]), .y_next(yc[3]), .z_next(zc[3]));
	cordic_update  cordic4(.clk(clk), .i(5'd4), .x(xc[3]), .y(yc[3]), .z(zc[3]), .atan(atan4), .x_next(xc[4]), .y_next(yc[4]), .z_next(zc[4]));
	cordic_update  cordic5(.clk(clk), .i(5'd5), .x(xc[4]), .y(yc[4]), .z(zc[4]), .atan(atan5), .x_next(xc[5]), .y_next(yc[5]), .z_next(zc[5]));
	cordic_update  cordic6(.clk(clk), .i(5'd6), .x(xc[5]), .y(yc[5]), .z(zc[5]), .atan(atan6), .x_next(xc[6]), .y_next(yc[6]), .z_next(zc[6]));
	cordic_update  cordic7(.clk(clk), .i(5'd7), .x(xc[6]), .y(yc[6]), .z(zc[6]), .atan(atan7), .x_next(xc[7]), .y_next(yc[7]), .z_next(zc[7]));
	cordic_update  cordic8(.clk(clk), .i(5'd8), .x(xc[7]), .y(yc[7]), .z(zc[7]), .atan(atan8), .x_next(xc[8]), .y_next(yc[8]), .z_next(zc[8]));
	cordic_update  cordic9(.clk(clk), .i(5'd9), .x(xc[8]), .y(yc[8]), .z(zc[8]), .atan(atan9), .x_next(xc[9]), .y_next(yc[9]), .z_next(zc[9]));
	cordic_update  cordic10(.clk(clk), .i(5'd10), .x(xc[9]), .y(yc[9]), .z(zc[9]), .atan(atan10), .x_next(xc[10]), .y_next(yc[10]), .z_next(zc[10]));
	cordic_update  cordic11(.clk(clk), .i(5'd11), .x(xc[10]), .y(yc[10]), .z(zc[10]), .atan(atan11), .x_next(xc[11]), .y_next(yc[11]), .z_next(zc[11]));
	cordic_update  cordic12(.clk(clk), .i(5'd12), .x(xc[11]), .y(yc[11]), .z(zc[11]), .atan(atan12), .x_next(xc[12]), .y_next(yc[12]), .z_next(zc[12]));
	cordic_update  cordic13(.clk(clk), .i(5'd13), .x(xc[12]), .y(yc[12]), .z(zc[12]), .atan(atan13), .x_next(xc[13]), .y_next(yc[13]), .z_next(zc[13]));
	cordic_update  cordic14(.clk(clk), .i(5'd14), .x(xc[13]), .y(yc[13]), .z(zc[13]), .atan(atan14), .x_next(xc[14]), .y_next(yc[14]), .z_next(zc[14]));
  cordic_update  cordic15(.clk(clk), .i(5'd15), .x(xc[14]), .y(yc[14]), .z(zc[14]), .atan(atan15), .x_next(xc[15]), .y_next(yc[15]), .z_next(zc[15]));
    always @(posedge clk)
        if(reset)
            begin
                count <= 4'd0;
                reset <= 1'b0;
            end
        else if (count == 4'd15)
            begin
                count <= 4'd15;
            end
        else if (count != 4'd15)
            count <= count + 1;
    always @(*)
	   begin
	       r = 0.6073*xc[count];   
	       phi = zc[count];
	   end
endmodule
module cordic_rotate(input clk ,
                     input signed [7:0] x,
                     input signed [7:0] y,
                     output reg signed [31:0] x_rot,
                     output reg signed [31:0] y_rot,
                     output reg signed [31:0] z_rot);
    always @(*)
        begin
            if( x < 0 && y >= 0 )
                begin
                    x_rot = y*10000;
                    y_rot = -x*10000;
                    z_rot = -900000;
                end
            else if( x < 0 && y < 0 )
                begin
                    x_rot = -y*10000;
                    y_rot = x*10000;
                    z_rot = 900000;                    
                end
            else
                begin
                    x_rot = x*10000;
                    y_rot = y*10000;
                    z_rot = 0;                                        
                end
        end
endmodule
module cordic_update(input clk ,
                     input signed [4:0] i,
                     input signed [31:0] x,
                     input signed [31:0] y,
                     input signed [31:0] z,
                     input signed [31:0] atan,
                     output reg signed [31:0] x_next,
                     output reg signed [31:0] y_next,
                     output reg signed [31:0] z_next);
    always @(posedge clk)
        begin
            x_next = x +{ y > 0 ? (y >>> i) : -(y >>> i)};
            y_next = y +{ y > 0 ? -(x >>> i) : (x >>> i)};
            z_next = z +{ y > 0 ? atan : -atan};
        end
endmodule
[./run.sh]
#!/bin/bash
# OpenROAD 26Q1-2900-gdf79404cd8, Yosys 0.63+post, stock flow scripts
make -C /OpenROAD-flow-scripts/flow DESIGN_CONFIG=/design/flow/config.mk WORK_HOME=/design/flow/orfs finish
[./config.mk]
export PLATFORM = sky130hd
export DESIGN_NAME = cordic
export DESIGN_NICKNAME = cordic
export VERILOG_FILES = /design/flow/design.v
export SDC_FILE = /design/flow/constraint.sdc
export NUM_CORES = 4
export LEC_CHECK = 1
export CORE_UTILIZATION = 50
[./constraint.sdc]
current_design cordic

set clk_period 23.2
set clk_io_pct 0.2

create_clock -name clk0 -period $clk_period [get_ports {clk}]

set non_clock_inputs [all_inputs -no_clocks]
set_input_delay [expr $clk_period * $clk_io_pct] -clock clk0 $non_clock_inputs
set_output_delay [expr $clk_period * $clk_io_pct] -clock clk0 [all_outputs]
==> impl_metrics.csv <==
group,metric,value,unit
drt,vias,118000,
drt,drtIter0Drc,12400,
finish,lay_top_count,"ha_1",
worst_setup_path,cpPeakStageDelay,0.87,ns
global_routing,grt_pass1_wl,747,mm
timing,final.min_clock_period,16.54,ns
floorplan,io_pins,81,
synth,syn_area,0.125,sq mm
timing,drv_slew,0,
placement,gp_congestion,1.16,
job,maxCapViolCount,0,
worst_setup_path,cp_slowest_cell,"clkdlybuf4s50_1",
hold_path,holdPathStages,0,
timing,slew_headroom,0.204,
worst_setup_path,critPathKind,"in2reg",
global_routing,grt.total_usage,0.424,
finish,seq_area,0.0293,sq mm
synth,synthCells,14700,
finish,utilization,0.552,
synth,ys_sh_xor,0.138,
clocking,hold_buffers,0,
hold_path,worstHoldStart,"cordic6.z_next[1]",
synth,yosys.area.top_type,"dfxtp_1",
synth,syn_avg_cell_area,8.47,sq um
timing,finalCritPeriodShare,0.713,
worst_setup_path,r2r_slack,15.52,ns
worst_setup_path,crit_start,"x_in[0]",
clocking,ctsResizeCount,0,
drt,dr.pass1.iters,7,
hold_path,whs_endpoint,"cordic7.z_next[1]",
finish,layout-drive-gt1-share,0.0472,
finish,area_growth,9.89,%
drt,post_drt_wl_per_cell,28.5,um
drt,wl_met3,70.3,mm
clocking,cts-root-buf,"clkbuf_16",
finish,lay_top_cells,"ha_1 (1,724), dfxtp_1 (1,460), xnor2_1 (1,446), a21oi_1 (1,267), nor2_1 (1,032)",
clocking,htreeDepth,4,
drt,drtAntennaViolNets,0,
clocking,clk_path_buf_depth,3,
hold_path,min_path_type,"reg2reg",
synth,ys_seq_frac,0.235,
synth,area_leaders,"dfxtp_1 (23%), ha_1 (17%), xnor2_1 (10%), a21oi_1 (5.1%), xor2_1 (3.6%)",
timing,fin_setup_tns,0,ns
synth,fa_ha_area_frac,0.203,
global_routing,overflow,0,
synth,synth_top_area_share,0.235,
drt,post_drt_via_cell_ratio,6.36,
worst_setup_path,crit_path_end_kind,"flop",
floorplan,die_x,502,um
floorplan,chipArea,0.252,sq mm
synth,ff_type,"dfxtp_1",
drt,met1_length,218,mm
synth,ys_ff,1462,
synth,aoi_share,0.240,
worst_setup_path,worstPathArrival,17.26,ns
drt,wl_met2,205,mm
synth,ys_cells,14700,
worst_setup_path,critPathRequiredTime,23.92,ns
timing,fmax,60.5,MHz
worst_setup_path,crit_fanout,41,
worst_setup_path,worstSetupStartpointType,"input pin",
synth,synth-simple-area-share,0.148,
timing,rsz0062_at_grt,"false",
placement,hpwl,428,mm
synth,yosys_area,0.125,sq mm
worst_setup_path,rr_worst_depth,24,
global_routing,grt_pass1_vias,108000,
floorplan,initCoreUtil,0.502,
global_routing,antenna_found_initial,84,
status,status,"finished, final reports clean",
timing,worstMarginPinSlew,1.18,ns
clocking,clock.latency.late_pin,0.89,ns
floorplan,core_area,0.248,sq mm
worst_setup_path,r2r-start,"cordic5.y_next[6]",
clocking,clock_sinks,1462,
worst_setup_path,r2r_end,"cordic6.x_next[28]",
clocking,clkTransAtPathRegs,0.06,ns
timing,hold_slack,0.358,ns
clocking,cts_buffers,177,
synth,ys_sh_mux,0.00362,
synth,logic_family,"AND-OR/OR-AND gates",
job,warnings,67,
drt,top_layer,"met5",
clocking,cts_tree,"yes",
placement,port_buffers,80,
floorplan,fp-row-count,183,
drt,drc,0,
floorplan,die_h,502,um
drt,wl,527,mm
synth,edf_count,0,
finish,fillerInstances,21600,
synth,async_flop_share,0,
global_routing,grt_max_degree,96,
timing,finalHoldViolCount,0,
timing,fin_worst_skew,0.0796,ns
synth,synth.distinct_cells,92,
synth,yosysWarnings,5,
clocking,post-cts-setup-buffers,0,
timing,setup_viol,0,
finish,combGateArea,0.0917,sq mm
==> cell type report <==
class                      count  area share
sequential                  1462       0.213
clock inverter               107      0.0126
clock buffer                 217      0.0346
multi-input combinational  12200       0.669
tap                         3330      0.0304
inverter                     810      0.0222
antenna                       57     0.00104
timing repair buffer         282      0.0170
==> worst max-delay path: cells and delay by family <==
kind                     cells  cell delay [ns]
AND-OR/OR-AND               12             3.11
AND/OR/NAND/NOR              9             2.90
adder cells (fa/ha/maj)      7             2.69
buffers and inverters        8             2.43
XOR/XNOR                     5             1.45
==> cell families (layout without fill, tap and decap cells) <==
| family | after synthesis | count (layout) |
|---|---|---|
| DFF | 1462 | 1462 |
| AOI/OAI and AO/OA | 4526 | 4526 |
| buffers and inverters | 1080 | 1416 |
| adders and majority gates | 1909 | 1909 |
| other | 1 | 113 |
| xor gates and xnor gates | 1963 | 1963 |
| muxes | 43 | 43 |
| and+or+nand+nor | 3746 | 3746 |
==> synthesized netlist by cell type (all sizes together) (31+ instances only) <==
cell type	n
o41ai	96
nor2b	180
nor3	358
a21o	518
nand3	278
a31oi	125
a41oi	71
or4	70
o211ai	56
a211oi	109
xor2	514
a31o	42
a221oi	137
nor2	1034
nor4	126
inv	807
clkbuf	227
dfxtp	1462
a21boi	68
buf	43
o31ai	197
a2111oi	34
and3	150
o21a	244
o21bai	196
o31a	32
a22oi	160
or2	77
or3	123
a222oi	43
a21oi	1267
nand4	115
o21ai	747
a211o	31
o22ai	35
fa	185
nand2b	223
nand2	799
xnor2	1446
a22o	126
ha	1724
and2	77
==> how the worst max path moves through the flow <==
stage,end,slack (ns),cells after the start
4_1_cts,cordic0.x_next[31],6.74,41
5_1_grt,cordic0.x_next[31],5.91,40
6_report,cordic0.x_next[31],6.66,41
==> through the flow <==
step / instance area [sq um] / cells / setup WS, ns
4_1_cts: 137000 / 18500 / 6.74
3_3_place_gp: 131000 / 18100 / 5.80
3_5_place_dp: 131000 / 18100 / 5.89
6_report: 137000 / 18500 / 6.66
2_1_floorplan: 125000 / 14800 / 8.80
5_1_grt: 137000 / 18500 / 5.91
==> per-layer routing <==
layer | track usage | up-vias
met1 | 0.583 | 55400
met2 | 0.572 | 6176
li1 | - | 54600
met5 | 0.0212 | -
met3 | 0.182 | 1440
met4 | 0.202 | 62
